### ./config.mk
export PLATFORM = sky130hd
export DESIGN_NAME = gaussian_blur
export DESIGN_NICKNAME = gaussian_blur
export VERILOG_FILES = /design/flow/design.v
export SDC_FILE = /design/flow/constraint.sdc
export NUM_CORES = 4
export LEC_CHECK = 1
export CORE_UTILIZATION = 30
export SYNTH_HDL_FRONTEND = slang
### ./constraint.sdc
current_design gaussian_blur

set clk_period 13.9
set clk_io_pct 0.2

create_clock -name clk0 -period $clk_period [get_ports {clk}]

set non_clock_inputs [all_inputs -no_clocks]
set_input_delay [expr $clk_period * $clk_io_pct] -clock clk0 $non_clock_inputs
set_output_delay [expr $clk_period * $clk_io_pct] -clock clk0 [all_outputs]
### ./design.v
module gaussian_blur #(
   parameter PIXEL_DEPTH = 8,
   parameter KERNEL_SIZE = 7,
   parameter PPC = 1
) (
   input bit clk,
   input bit rst_n,
   input logic [KERNEL_SIZE-1:0][KERNEL_SIZE-1 + (PPC-1): 0][PIXEL_DEPTH-1:0] in_data,
   output logic [PIXEL_DEPTH-1:0] out_pixel
);
int kernel[KERNEL_SIZE][KERNEL_SIZE] = '{
   '{1, 6, 15, 20, 15, 6, 1},
   '{6, 36, 90, 120, 90, 36, 6},
   '{15, 90, 225, 300, 225, 90, 15},
   '{20, 120, 300, 400, 300, 120, 20},
   '{15, 90, 225, 300, 225, 90, 15},
   '{6, 36, 90, 120, 90, 36, 6},
   '{1, 6, 15, 20, 15, 6, 1}
};
logic [PIXEL_DEPTH + 10: 0] temp_data;
always_comb begin
   temp_data = 0;
   for(int i = 0; i < KERNEL_SIZE; i++)
      for(int j = 0; j < KERNEL_SIZE; j++)
         temp_data += in_data[i][j] * kernel[i][j];
end
always_ff @(posedge clk) begin
   if(~rst_n) begin
      out_pixel <= '0;
   end else begin
      out_pixel <= temp_data >> 12;
   end
end
endmodule
### ./run.sh
#!/bin/bash
# OpenROAD 26Q1-2900-gdf79404cd8, Yosys 0.63+post, stock flow scripts
make -C /OpenROAD-flow-scripts/flow DESIGN_CONFIG=/design/flow/config.mk WORK_HOME=/design/flow/orfs finish
==> flow_metrics.py <==
# Generated from Yosys and OpenROAD reports
metrics = {
    "global_routing": {
        "grt_max_degree": 9,
        "grt_pass1_vias": 31400,
        "antenna_found_initial": 40,
        "grt_pass1_wl_um": 184000,
        "overflow": 0,
        "grt_use_total": 0.176,
    },
    "cts": {
        "cts_buffers": 3,
        "cts_tree": "yes",
        "cts.clk_slew.worst_paths_ns": 0.04,
        "h-tree-depth": 1,
        "clock_path_buffers": 2,
        "cts.sinks": 7,
        "hold_buffers": 0,
        "root_buffer": "clkbuf_16",
        "cts_resized": 0,
        "post-cts-setup-buffers": 0,
    },
    "finish": {
        "largest_registers": "out_pixel (7)",
        "areaGrowthSynthToFinish_pct": 14.7,
        "register_area_um2": 140,
        "stdcell_area_mm2": 0.0517,
        "final_layout_top_logic_cells": "1,838 x inv_1, 1,153 x fa_1, 1,128 x ha_1, 400 x clkdlybuf4s50_1, 14 x and2_1",
        "comb_area_mm2": 0.0380,
        "layout_top_cell": "inv_1",
        "largest_register_ffs": 7,
        "regMostFlops": "out_pixel",
        "drive_gt1_frac": 0.00387,
        "fillCellCount": 14900,
    },
    "detailed_routing": {
        "drt_wl_total_um": 120000,
        "drc": 0,
        "vias": 26700,
        "vias_per_cell": 4.01,
        "ant_nets": 0,
        "wl_per_cell_um": 18.0,
        "dr.pass1.iters": 4,
        "first_iter_violations": 427,
    },
    "place": {
        "placed_area_mm2": 0.0516,
        "io_buffers": 400,
        "hpwl_um": 119000,
        "gp_congestion": 0.965,
    },
    "logic_synthesis": {
        "edf_count": 0,
        "syn_inst": 4243,
        "ys_types": 36,
        "avgSynthCellArea_um2": 10.6,
        "ys_seq_frac": 0.00311,
        "ys_async_sr_fraction": 0,
        "ys.flops": 7,
        "netlist_area_mm2": 0.0451,
        "yosysChipArea_mm2": 0.0451,
        "synthFlopType": "dfxtp_1",
        "ys_cells": 4243,
        "yosysWarningCount": 0,
    },
    "worst_setup_path": {
        "crit_arrival_ns": 12.37,
        "slowest_stage": "fa_1",
        "crit_top_cell": "fa_1",
        "critPathKind": "in2reg",
        "cp-start-kind": "primary input",
        "required_ns": 14.02,
        "path_delay_family": "adder cells",
        "cp_max_fo": 5,
        "cp-end-kind": "register",
        "max_stage_delay_ns": 0.63,
        "cp_num_buf_inv": 9,
    },
    "flow_run": {
        "max_cap_viol_count": 0,
        "warnings": 150,
    },
    "sta": {
        "hold_viol_final": 0,
        "rsz0062_at_grt": "no",
        "tns_ns": 0,
        "finalCritPeriodShare": 0.881,
        "finalSetupViolCount": 0,
        "maxSlewViolCount": 0,
        "tightest_slew_ns": 0.695,
        "period_needed_ns": 12.25,
        "relSlewSlack": 0.532,
        "fmax_ghz": 0.0816,
    },
    "min_path": {
        "hold_path.class": "in2reg",
    },
    "run_status": {
        "status": "finished clean",
    },
    "die": {
        "fp.dieArea_mm2": 0.152,
        "core_region_area_mm2": 0.148,
        "die_height_um": 390,
        "dieWidth_um": 390,
        "fp_util": 0.304,
        "ios": 402,
        "row_count": 141,
    },
}
[worst min-delay path, stage by stage]
cell	delay [ns]
clkdlybuf4s50_1	0.66
nand2_1	0.17
mux2i_1	0.07
[final timing paths]
path | cells past startpoint | from | slack, ns | endpoint
worst max-delay path | 30 | in_data[308] | 1.65 | out_pixel[6]
worst min-delay path | 3 | rst_n | 3.50 | out_pixel[3]
[synthesized netlist by cell type, drive strengths merged (3+ instances only)]
| master | n | area share |
|---|---|---|
| a21o | 10 | 0.0017 |
| a31o | 3 | 0.00078 |
| mux2 | 3 | 0.00075 |
| xor2 | 7 | 0.0014 |
| mux2i | 7 | 0.0016 |
| o21ai | 5 | 0.00064 |
| xnor2 | 12 | 0.0023 |
| fa | 1153 | 0.51 |
| inv | 1838 | 0.15 |
| and3 | 4 | 0.00056 |
| ha | 1128 | 0.31 |
| nand2 | 10 | 0.00083 |
| nor2 | 3 | 0.00025 |
| dfxtp | 7 | 0.0031 |
| and2 | 14 | 0.0019 |
| or2 | 6 | 0.00083 |
| nor3 | 3 | 0.00033 |
| a211oi | 5 | 0.0011 |
| nand2b | 3 | 0.00042 |
| a21oi | 9 | 0.0010 |
[metal layers]
metal  vias up  global-route usage  share of wire
met3       103               0.104           0.14
met5         -             0.00351         0.0029
met4        50              0.0177          0.013
met2       683               0.281           0.47
met1     13000               0.214           0.37
li1      12800                   -              -
[per-stage QoR]
stage | hold WS [ns] | util | std cells | worst slack (ns)
6_report | 3.50 | 0.348 | 6658 | 1.65
5_1_grt | 3.56 | 0.348 | 6652 | 1.23
4_1_cts | 3.49 | 0.348 | 6648 | 1.55
3_5_place_dp | 3.55 | 0.348 | 6644 | 1.32
3_3_place_gp | 3.57 | 0.348 | 6644 | 1.41
2_1_floorplan | 2.90 | - | 4243 | 2.41
[area by class of cell]
cell class,instances,share of cell area
antenna,10,0.000484
multi-input combinational,2397,0.736
sequential,7,0.00271
clock buffer,4,0.00153
tap,2002,0.0485
timing repair buffer,400,0.0775
inverter,1838,0.133
[cells by family (layout without fill, tap and decap cells)]
family / Yosys count / in the layout / share of synthesized area
other: 1 / 11 / 0.0000832
muxes: 10 / 10 / 0.00230
adders and majority gates: 2281 / 2281 / 0.825
xor gates and xnor gates: 19 / 19 / 0.00369
and+or+nand+nor: 51 / 51 / 0.00652
AOI/OAI and AO/OA: 35 / 35 / 0.00591
buffers and inverters: 1839 / 2242 / 0.153
DFF: 7 / 7 / 0.00311
