$ cat /design/flow/run.sh
#!/bin/bash
# OpenROAD 26Q1-2900-gdf79404cd8, Yosys 0.63+post, stock flow scripts
make -C /OpenROAD-flow-scripts/flow DESIGN_CONFIG=/design/flow/config.mk WORK_HOME=/design/flow/orfs finish
$ cat /design/flow/config.mk
export PLATFORM = sky130hd
export DESIGN_NAME = fast
export DESIGN_NICKNAME = fast
export VERILOG_FILES = /design/flow/design.v
export SDC_FILE = /design/flow/constraint.sdc
export NUM_CORES = 4
export LEC_CHECK = 1
export CORE_AREA = 10 10 266 266
export DIE_AREA = 0 0 276 276
export SYNTH_HDL_FRONTEND = slang
$ cat /design/flow/constraint.sdc
current_design fast

set clk_period 18.4
set clk_io_pct 0.2

create_clock -name clk0 -period $clk_period [get_ports {clk}]

set non_clock_inputs [all_inputs -no_clocks]
set_input_delay [expr $clk_period * $clk_io_pct] -clock clk0 $non_clock_inputs
set_output_delay [expr $clk_period * $clk_io_pct] -clock clk0 [all_outputs]
$ cat /design/flow/design.v
module fast #(
   parameter PIXEL_DEPTH = 8,
   parameter KERNEL_SIZE = 7,
   parameter PPC = 1
) (
   input bit clk,
   input bit rst_n,
   input logic [KERNEL_SIZE-1:0][KERNEL_SIZE-1 + (PPC-1): 0][PIXEL_DEPTH-1:0] in_data,
   output logic [PIXEL_DEPTH-1+5:0] out_pixel
);
localparam LENGTH = 16;
localparam N = 9;  
logic [PIXEL_DEPTH - 1: 0] pixel_circle[LENGTH];
logic [PIXEL_DEPTH - 1: 0] pixel_diff[LENGTH];
logic [PIXEL_DEPTH - 1 + 5: 0] pixel_score;
logic [LENGTH - 1: 0] brighter;
logic [2* LENGTH - 1: 0] brighter_brighter;  
logic [LENGTH - 1: 0] bright_bitmask;
logic [LENGTH - 1: 0] darker;
logic [2* LENGTH - 1: 0] darker_darker;  
logic [LENGTH - 1: 0] dark_bitmask;
logic is_corner;
wire [PIXEL_DEPTH-1:0] center_pixel = in_data[3][3];
always_comb begin
   pixel_circle[0] = in_data[0][3];
   pixel_circle[1] = in_data[0][4];
   pixel_circle[2] = in_data[1][5];
   pixel_circle[3] = in_data[2][6];
   pixel_circle[4] = in_data[3][6];
   pixel_circle[5] = in_data[4][6];
   pixel_circle[6] = in_data[5][5];
   pixel_circle[7] = in_data[6][4];
   pixel_circle[8] = in_data[6][3];
   pixel_circle[9] = in_data[6][2];
   pixel_circle[10] = in_data[5][1];
   pixel_circle[11] = in_data[4][0];
   pixel_circle[12] = in_data[3][0];
   pixel_circle[13] = in_data[2][0];
   pixel_circle[14] = in_data[1][1];
   pixel_circle[15] = in_data[0][2];
end
always_comb begin
   pixel_score = 0;
   for(int i = 0; i < LENGTH; i++) begin
      brighter[i] = center_pixel > pixel_circle[i];
      darker[i] = center_pixel <= pixel_circle[i];
      pixel_diff[i] = (center_pixel > pixel_circle[i]) ? 
         (center_pixel - pixel_circle[i]) : (pixel_circle[i] - center_pixel);
      pixel_score += pixel_diff[i];
   end
end
assign brighter_brighter = {brighter, brighter};
assign darker_darker = {darker, darker};
always_comb begin
   for(int i = 0; i < LENGTH; i++) begin
      bright_bitmask[i] = &brighter_brighter[i +: N];
      dark_bitmask[i] = &darker_darker[i +: N];
   end
   is_corner = (|bright_bitmask) | (|dark_bitmask);
end
always_ff @(posedge clk) begin
   if(~rst_n) begin
      out_pixel <= '0;
   end else begin
      out_pixel <= is_corner ? pixel_score : '0;
   end
end
endmodule
==> datasheet_impl.txt <==
Table: implementation figures

Parameter                              Value

Run status
  Result of the run    complete, no violations

Clock tree
  Clock input transition at the sequential cells of the worst setup and hold paths    0.04 ns
  Number of H-tree levels    1
  Library cell used as clock root buffer    clkbuf_16
  Num CTS Buffers    3
  Post-CTS setup buffer count    0
  Sinks on Clock Net    13
  CTS tree    built
  Gates resized, CTS repair    0
  Hold Buf Count CTS    0
  Max Root-Sink Buffers    2

Synthesis
  Yosys warning count    0
  Sequential-to-total area share from yosys stat    1.931%
  Area of the mapped netlist    13,470 um2
  Most common flop cell mapped by yosys    dfxtp_1
  Unique cell types    62
  Synthesized area divided by synthesized cell count    8.385 um2
  Number of cell instances after yosys synthesis    1,607
  Yosys stat area    13,470 um2
  Post-synth regs    13
  Instance tally after logic synthesis    1,607
  Post-synth ARST share    0%
  Count of flip-flops with a built-in enable after synthesis    0

Detailed routing
  DR vias/cell    4.384
  Detailed-router iteration count before antenna repair    5
  Antenna-violating nets left    0
  DRC errors left    0
  Routed wire length    45.04 mm
  Mean routed wirelength per cell    17.24 um
  Detailed-route via count    11,451
  Iteration-0 DRC Markers    611

Placement
  Number of input and output port buffers inserted    150
  HPWL after detailed placement    38.76 mm
  Routability Congestion    0.9187

Floorplanning
  Placement Rows    93
  Core area    64,700 um2
  Total I/O pin count    407
  Vert. Die Dim    276 um
  Chip area    76,180 um2
  DIE WIDTH    276 um
  Starting Density    20.83%

Timing
  Fmax    0.07911 GHz
  Unrepaired setup endpoints after global routing    false
  Final worst-path cycle share    68.70%
  Worst-margin pin slew    0.9566 ns
  Max-slew violations    0
  Total of endpoints with negative setup slack in the final report    0
  Final critical path time including I/O delays and setup    12.64 ns
  Final total negative setup slack    0 ns
  Fin. Hold Viols    0
  Max transition margin    35.68%

Global route
  Remaining global-route overflow    0
  Largest net degree at the start of global routing    32
  GRT Total Usage    11.69%
  First-pass GRT wire length    67.92 mm
  Number of global-route vias before repair    11,395
  Initial antenna violation count    16

Setup path
  Timing startpoint of the critical path    in_data[197]
  Slowest cell on the critical path    o31a_1
  Most repeated library cell on the critical path    fa_1
  Family of cells with the greatest summed delay on the critical path    adder cells
  Data arrival at the endpoint of the critical path    12.78 ns
  Critical path capture point type    flip-flop
  Startpoint types    input port
  Buffering stage count on the worst path with inverters included    7
  Type of the worst setup path    input port to flip-flop
  Required time at the endpoint of the critical path    18.54 ns
  Largest stage delay on the critical path    0.64 ns
  CP max FO    17

Run
  Max Cap Viol    0
  Tool Warnings    393

Finish
  Area grow syn2layout    19.88%
  Register containing the most flip-flops in the final layout    out_pixel
  Biggest registers after layout    out_pixel x13
  Number of flip-flops in the largest register    13
  Share of final-layout standard cells stronger than drive strength 1    4.330%

Worst hold path
  Worst Hold Depth    3
  Hold EP    out_pixel[2]
  Path type of the worst min-delay path    input port to flip-flop
  Critical hold path startpoint    rst_n
==> through the flow <==
| stage | hold slack (ns) | area (um2) | setup slack, ns | util, % | instances |
|---|---|---|---|---|---|
| 2_1_floorplan | 3.796 | 13470 | 7.060 | - | 1607 |
| 3_3_place_gp | 4.350 | 16070 | 5.510 | 24.84 | 2606 |
| 3_5_place_dp | 4.353 | 16070 | 5.490 | 24.84 | 2606 |
| 4_1_cts | 4.183 | 16150 | 5.725 | 24.96 | 2610 |
| 5_1_grt | 4.205 | 16150 | 5.243 | 24.97 | 2612 |
| 6_report | 4.164 | 16150 | 5.760 | 24.97 | 2612 |
==> Yosys cell counts (36+ instances only) <==
| master | count | area [um2] |
|---|---|---|
| inv_1 | 330 | 1239 |
| fa_1 | 140 | 2803 |
| a211oi_1 | 36 | 270.3 |
| xnor2_1 | 55 | 481.7 |
| mux2i_1 | 85 | 850.8 |
| nand2_1 | 66 | 247.7 |
| a21oi_1 | 97 | 485.5 |
| nor2_1 | 58 | 217.7 |
| ha_1 | 261 | 3266 |
| o21ai_0 | 56 | 280.3 |
==> cells by family after synthesis <==
kind of cell	Yosys count	synth area share (%)
xor+xnor	89	5.785
mux	112	8.571
compound gates	363	18.27
flops	13	1.931
buf+inv	358	10.21
simple gates	271	10.20
fa+ha+maj	401	45.04
==> cells in the final DEF, fill, tap and decap left out, types with 6 or more instances in the layout <==
cell type          n
o211ai_1          18
nand2b_1          12
mux2i_1           85
a21o_1            27
o21ai_0           56
nand4_1           34
a211o_1           12
nand3_1           34
nor3_1            14
clkdlybuf4s50_1  149
and2_1            16
mux2_2            26
xor2_1            34
a31oi_1           15
inv_1            329
o311ai_0           7
dfxtp_1           13
ha_1             261
fa_1             140
a211oi_1          36
o22a_1             7
nor2b_1           12
o21bai_1          13
buf_4             22
xnor2_1           55
a21boi_0          10
nand2_1           66
nor2_1            58
o22ai_1            6
a21oi_1           97
nand3b_1           7
a311oi_1           8
==> area by class of cell <==
| cell class | instances | area, um2 |
|---|---|---|
| Fill cell | 7050 | 48540 |
| Multi-Input combinational cell | 1236 | 11840 |
| Timing Repair Buffer | 172 | 1662 |
| Inverter | 330 | 1239 |
| Tap cell | 855 | 1070 |
| Sequential cell | 13 | 260.3 |
| Clock buffer | 4 | 78.83 |
| Antenna cell | 2 | 5.005 |
==> tightest hold or removal path: stages <==
cell and delay (ns):
clkdlybuf4s50_1 0.51, nand2_1 0.10, a21oi_1 0.05
==> per-layer routing <==
metal,GRT usage [%],vias to the layer above,share of wire [%]
met5,0,-,0.33
met4,2.404,24,2.4
met3,2.939,72,6.6
met2,19.48,275,47
met1,15.17,5303,44
li1,-,5777,-
==> worst max-delay path by stage <==
stage,to,slack [ns],cells after the start
CTS,out_pixel[11],5.73,31
global route,out_pixel[11],5.24,31
finish,out_pixel[10],5.76,29
