==> flow/design.v <==
module shift_register #(
   parameter DATA_WIDTH = 8,
   parameter SIZE = 8
) (
   input bit clk,
   input bit rst_n,
   input logic shift_en,
   input logic [DATA_WIDTH-1:0] in_data,
   output logic [SIZE-1: 0][DATA_WIDTH-1:0] data,
   output logic [DATA_WIDTH-1:0] out_data
);
always_ff @(posedge clk) begin
   if(~rst_n) begin
      data <= '0;
      out_data <= '0;
   end else begin
      if(shift_en) begin
         data <= {data[SIZE-2:0], in_data};
         out_data <= data[SIZE-1];
      end
   end
end
endmodule
module window_buffer #(
   parameter PIXEL_DEPTH = 8,
   parameter WIDTH = 8,
   parameter NUM_LINES = 1
) (
   input bit clk,
   input bit rst_n,
   input logic [PIXEL_DEPTH-1:0] in_pixel,
   output logic [NUM_LINES-1:0][WIDTH-1: 0][PIXEL_DEPTH-1:0] data,
   output logic [PIXEL_DEPTH-1:0] out_pixel
);
logic [PIXEL_DEPTH-1:0] out_data[NUM_LINES];
logic [PIXEL_DEPTH-1:0] in_data[NUM_LINES];
assign in_data[0] = in_pixel;
assign out_pixel = out_data[NUM_LINES-1];
always_comb begin
   for(int i = 1; i < NUM_LINES; i++) begin
      in_data[i] = out_data[i-1];
   end
end
generate 
for(genvar i = 0; i < NUM_LINES; i++) begin
   shift_register #(.DATA_WIDTH(PIXEL_DEPTH), .SIZE(WIDTH)) line_i (
      .clk,
      .rst_n,
      .shift_en(1'b1),
      .data(data[i]),
      .in_data(in_data[i]),
      .out_data(out_data[i])
   );
end
endgenerate
endmodule
==> flow/run.sh <==
#!/bin/bash
# OpenROAD 26Q1-2900-gdf79404cd8, Yosys 0.63+post, stock flow scripts
make -C /OpenROAD-flow-scripts/flow DESIGN_CONFIG=/design/flow/config.mk WORK_HOME=/design/flow/orfs finish
==> flow/config.mk <==
export PLATFORM = sky130hd
export DESIGN_NAME = window_buffer
export DESIGN_NICKNAME = window_buffer
export VERILOG_FILES = /design/flow/design.v
export SDC_FILE = /design/flow/constraint.sdc
export NUM_CORES = 4
export LEC_CHECK = 1
export CORE_UTILIZATION = 40
export SYNTH_HDL_FRONTEND = slang
==> flow/constraint.sdc <==
current_design window_buffer

set clk_period 1.0
set clk_io_pct 0.2

create_clock -name clk0 -period $clk_period [get_ports {clk}]

set non_clock_inputs [all_inputs -no_clocks]
set_input_delay [expr $clk_period * $clk_io_pct] -clock clk0 $non_clock_inputs
set_output_delay [expr $clk_period * $clk_io_pct] -clock clk0 [all_outputs]
==> reports/results.ini <==
[run_status]
outcome=completed

[floorplanning]
die_area_um2=5330
core.rowCount=25
initCoreUtil=0.421
ios=82
fp.coreArea_um2=4790
dieWidth_um=73.0
die_h_um=73.0

[finish]
logic_area_um2=541
n_fill_cell=416
regArea_um2=1520
area.growth.synth_to_final_pct=41.6
instances_no_fill=313
final_layout_size_suffix_gt1_frac=0.935

[critical_path]
cp_slowest_cell=dfxtp_2
crit_required_ps=800
worst_setup_path_start_kind=flop
crit_family=flip-flops
critical-path-max-stage-delay_ps=320
path_max_fanout=2
cp.arrival_ps=750
critPathKind=reg -> out
crit_path_end_kind=output port
crit_chain=buf_2
cp.buffers_inverters=1

[global_routing]
grt_pass1_vias=1232
grt_antenna_before_repair=0
grt.total_usage=0.139
grt_max_degree=39
grt_pass1_wl_mm=5.43
grt-ovfl-total=0

[final_timing]
finalMaxSlewViolations=0
min_period_ps=950
period_used_share=0.950
setup_violations=0
worstMarginPinSlew_ps=110
final_hold_viol_count=0
setup_tns_ps=0
fmax_mhz=1050
skew_ps=2.61
rsz0062_at_grt=false
max-slew-margin-rel=0.927

[power_and_ir_drop]
internal_power_mw=4.27
clockPowerShare=0.409
netSwitchingPower_mw=0.990
pwr_density_cell_nw_per_um2=1840
pwr-share-comb=0.031
swShare=0.188
p_seq_frac=0.560
ir_drop_v=0.00128
power.leakage_nw=1.45

[worst_hold_path]
hp-class=in -> reg

[cts]
cts_tree=built
cts_sinks=72
clock_latency_ps=320
cts_buffer_depth=2
cts_buffers=9
clkSlewWorstSetupHoldPaths_ps=70
htree_levels=3
cts_root_buf=clkbuf_8

[drt]
drcViolationCount=0
drtIter0Drc=16
antenna_cells=0
ant_nets=0
drt_wl_total_mm=3.38
wl_per_cell_um=10.8
vias=1264
drt_pass1_iterations=2
via_per_inst=4.04

[yosys]
numSynthFlops=72
syn_inst=151
post_synth_instance_area_um2=2020
aoi_share=0
yosysTopAreaCellShare=0.715
synth.area.top_cells=dfxtp_1, and2_2, clkbuf_2
ys_types=3
synth-edff-count=0
synth_area_leader_cell=dfxtp_1
syn_avg_cell_area_um2=13.4
yosys_area_um2=2020
ys_sh_simple=0.268
ys_seq_frac=0.715
synthXorXnorAreaFrac=0
yosysWarnings=0
synthArstFlopShare=0
ys_sh_adder=0
mux_share=0
yosys-top-cells-count=and2_2, dfxtp_1, clkbuf_2
synthTopLogicFamily=simple AND/OR/NAND/NOR gates
synthFlopType=dfxtp_1
ys_cells=151

[flow_run]
maxCapViolations=0
tool_warnings=26

[placement]
io_buffers=81
dpl.hpwl_mm=2.23
gp_congestion=0.666
dp.cells=294

-- power groups by stage --
stage         sequential, mW  combinational (mW)  clock, mW
CTS                     2.95               0.168       2.23
finish                  2.95               0.163       2.15
global route            2.95               0.185       2.37
-- flip-flops by register name (all words and copies together), names as in the netlist --
name	count
genblk1.line_i.data	64
genblk1.line_i.out_data	8
-- worst paths after layout --
| path | slack [ps] | to | start | depth (start not counted) |
|---|---|---|---|---|
| setup reg to reg | 280 | genblk1[0].line_i.data[23] | genblk1[0].line_i.data[15] | 2 |
| setup / recovery | 50 | data[7] | genblk1[0].line_i.data[7] | 1 |
| hold reg to reg | 460 | genblk1[0].line_i.data[57] | genblk1[0].line_i.data[49] | 1 |
| hold / removal | 350 | genblk1[0].line_i.data[11] | rst_n | 3 |
-- placed cells by master, fill, tap and decap left out --
cell and n:
buf_12 2, and2_2 72, dfxtp_2 64, clkbuf_8 14
buf_4 3, buf_2 73, dfxtp_1 8, clkinv_2 2
clkdlybuf4s50_1 8
-- stage by stage --
step                      area (µm²)  hold slack, ps  power (mW)  utilization  setup WS [ps]
after floorplan                 2020             336        3.06            -            405
after CTS                       2860             337        5.34        0.597           24.7
final                           2860             347        5.26        0.597           49.9
after global routing            2860             350        5.50        0.597           3.99
after detailed placement        2910             458        3.22        0.608           4.15
after global placement          2910             452        3.21        0.608           4.98
-- kinds of logic (layout without fill, tap and decap cells) --
group / after synthesis / after routing
flip-flops: 72 / 72
buffers and inverters: 7 / 102
AND/OR/NAND/NOR: 72 / 72
-- per-layer routing --
| layer | routed length [µm] | up-vias | global-route usage |
|---|---|---|---|
| met5 | 0 | - | 0 |
| met4 | 39 | 0 | 0.0218 |
| met3 | 366 | 4 | 0.0686 |
| met2 | 1540 | 58 | 0.211 |
| met1 | 1430 | 564 | 0.188 |
| li1 | - | 638 | - |
-- final cells by class --
cell class                      count  area share
Sequential cell                    72       0.533
Timing Repair Buffer               86       0.178
Clock inverter                      2     0.00350
Multi-Input combinational cell     72       0.189
Clock buffer                       14      0.0675
Tap cell                           67      0.0293
-- what timing repair did --
item,CTS,global route
buffers inserted,3,0
hold buffers,0,0
endpoints found under the setup margin,72,0
resized,281,0
Power is estimated from default activity; no workload was simulated.
